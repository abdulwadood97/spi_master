==> run.sh <==
#!/bin/bash
# OpenROAD 26Q1-2900-gdf79404cd8, Yosys 0.63+post, stock flow scripts
make -C /OpenROAD-flow-scripts/flow DESIGN_CONFIG=/design/flow/config.mk WORK_HOME=/design/flow/orfs finish
==> config.mk <==
export PLATFORM = sky130hd
export DESIGN_NAME = spi_master
export DESIGN_NICKNAME = spi_master
export VERILOG_FILES = /design/flow/design.v
export SDC_FILE = /design/flow/constraint.sdc
export NUM_CORES = 4
export LEC_CHECK = 1
export CORE_UTILIZATION = 50
==> constraint.sdc <==
current_design spi_master

set clk_period 3.0
set clk_io_pct 0.2

create_clock -name clk0 -period $clk_period [get_ports {i_Clk}]

set non_clock_inputs [all_inputs -no_clocks]
set_input_delay [expr $clk_period * $clk_io_pct] -clock clk0 $non_clock_inputs
set_output_delay [expr $clk_period * $clk_io_pct] -clock clk0 [all_outputs]
==> design.v <==
module spi_master
  #(parameter SPI_MODE = 0,
    parameter CLKS_PER_HALF_BIT = 3)
  (
   input        i_Rst_L,      
   input        i_Clk,        
   input [7:0]  i_TX_Byte,         
   input        i_TX_DV,           
   output reg   o_TX_Ready,        
   input 		i_RX_Pulse,
   output reg       o_RX_DV,      
   output reg [7:0] o_RX_Byte,    
	input [1:0] BUS_MODE_IN,
   output reg o_SPI_Clk,
   inout [3:0] SIO_OUT
   );
  wire w_CPOL;      
  wire w_CPHA;      
  reg [$clog2(CLKS_PER_HALF_BIT*2)-1:0] r_SPI_Clk_Count = 0;
  reg r_SPI_Clk;
  reg [3:0] SIO_w = 4'd0;
  reg [4:0] r_SPI_Clk_Edges = 0;
  reg r_Leading_Edge = 0;
  reg r_Trailing_Edge = 0;
  reg       r_TX_DV = 0;
  reg 		r_RX_Pulse = 0;
  reg [7:0] r_TX_Byte = 0;
  reg [1:0] BUS_MODE = 0;
  reg Latch_Once = 1'b0;
  reg [2:0] r_RX_Bit_Count = 3'd7;
  reg [2:0] r_TX_Bit_Count = 3'd7;
  assign w_CPOL  = (SPI_MODE == 2) || (SPI_MODE == 3);
  assign w_CPHA  = (SPI_MODE == 1) || (SPI_MODE == 3);
  assign SIO_OUT[0] = ((i_TX_DV == 1'b1) || (r_TX_DV == 1'b1)) ? SIO_w[0] : 1'bZ;
  assign SIO_OUT[3:1] = (((i_TX_DV == 1'b1) || (r_TX_DV == 1'b1))&&(BUS_MODE != 0)) ? SIO_w[3:1] : 3'bZZZ;
  always @(posedge i_Clk or negedge i_Rst_L)
  begin
    if (~i_Rst_L)
    begin
      o_TX_Ready      <= 1'b0;
	  o_RX_DV		<= 1'b0;
      r_SPI_Clk_Edges <= 0;
      r_Leading_Edge  <= 1'b0;
      r_Trailing_Edge <= 1'b0;
      r_SPI_Clk       <= w_CPOL;  
      r_SPI_Clk_Count <= 0;
	  BUS_MODE		<= 0;
    end
    else
    begin
      if ((i_TX_DV || i_RX_Pulse) && !Latch_Once)
      begin
			BUS_MODE	<= BUS_MODE_IN;
			r_Leading_Edge  <= 1'b0;
			r_Trailing_Edge <= 1'b0;
			r_SPI_Clk       <= w_CPOL;
			  o_TX_Ready      <= 1'b0;
			o_RX_DV			<= 1'b0;
			if (BUS_MODE_IN == 1)
			begin
				r_SPI_Clk_Edges <= 8;  
			end
			else if ((BUS_MODE_IN == 2) || (BUS_MODE == 3))
			begin
				r_SPI_Clk_Edges <= 4; 
			end
			else begin
				r_SPI_Clk_Edges <= 16; 
			end
      end
      else if (r_SPI_Clk_Edges > 0)
      begin
        o_TX_Ready <= 1'b0;
        o_RX_DV	   <= 1'b0;
        if (r_SPI_Clk_Count == CLKS_PER_HALF_BIT - 1'b1)		
        begin
          r_SPI_Clk_Edges <= r_SPI_Clk_Edges - 1'b1;
          r_SPI_Clk_Count <= 0;
          r_SPI_Clk       <= !r_SPI_Clk;
			 if(r_Leading_Edge) begin
				r_Leading_Edge	<= 1'b0;
				r_Trailing_Edge	<= 1'b1;
			 end
			 else begin
				r_Leading_Edge	<= 1'b1;
				r_Trailing_Edge	<= 1'b0;
			 end
        end
        else
        begin
          r_SPI_Clk_Count <= r_SPI_Clk_Count + 1'b1;
        end
      end  
      else
      begin
			r_Leading_Edge  <= 1'b0;
			r_Trailing_Edge <= 1'b0;
			r_SPI_Clk_Edges <= 0;
			r_SPI_Clk       <= w_CPOL;
			o_TX_Ready <= 1'b1;
			o_RX_DV	<= 1'b1;
			BUS_MODE	<= BUS_MODE;
      end
    end  
  end  
  always @(posedge i_Clk or negedge i_Rst_L)
  begin
    if (~i_Rst_L)
    begin
      r_TX_Byte <= 8'h00;
      r_TX_DV   <= 1'b0;
	  r_RX_Pulse	<= 1'b0;
	  Latch_Once <= 1'b0;
    end
    else begin
		if((i_RX_Pulse || i_TX_DV) && !Latch_Once) begin
			Latch_Once	<= 1'b1;
			r_TX_DV <= i_TX_DV; 		 
			r_RX_Pulse	<= i_RX_Pulse;
			r_TX_Byte <= i_TX_Byte;
		end
		else 
		begin
			if(o_TX_Ready || o_RX_DV)
			begin
				Latch_Once <= 1'b0;
				if(o_TX_Ready) begin
					r_TX_DV	<= 1'b0;
				end
				if(o_RX_DV) begin
					r_RX_Pulse	<= 1'b0;
				end
			end
		end
    end  
  end  
  always @(posedge i_Clk or negedge i_Rst_L)
  begin
    if (~i_Rst_L)
    begin
      r_TX_Bit_Count <= 3'b111;  
	  SIO_w	<= 4'd0;
    end
    else
    begin
		if(i_TX_DV && !Latch_Once)
		begin
			if(~w_CPHA)
			begin
				if (BUS_MODE_IN == 1) 		 
				begin
					SIO_w[0] <= i_TX_Byte[3'b110];
					SIO_w[1] <= i_TX_Byte[3'b111];
					r_TX_Bit_Count	<= 3'd5;
				end
				else if((BUS_MODE_IN == 2) || (BUS_MODE_IN == 3))
				begin			 
					SIO_w[0] <= i_TX_Byte[3'b100];
					SIO_w[1] <= i_TX_Byte[3'b101];
					SIO_w[2] <= i_TX_Byte[3'b110];
					SIO_w[3] <= i_TX_Byte[3'b111];
					r_TX_Bit_Count	<= 3'd3;
				end
				else begin
					SIO_w[0] <= i_TX_Byte[3'b111];
					r_TX_Bit_Count <= 3'd6;
				end
			end
		end
      else if (r_TX_DV)
	  begin
		if (((r_Leading_Edge && w_CPHA) || (r_Trailing_Edge && ~w_CPHA)) && (r_SPI_Clk_Count==0))
		begin
			if (BUS_MODE == 1)
			begin
				if(r_TX_Bit_Count == 1) begin
					SIO_w[1] <= r_TX_Byte[r_TX_Bit_Count];
					SIO_w[0] <= r_TX_Byte[r_TX_Bit_Count - 1'b1];
				end
				else begin
					SIO_w[1] <= r_TX_Byte[r_TX_Bit_Count];
					SIO_w[0] <= r_TX_Byte[r_TX_Bit_Count - 1'b1];
					r_TX_Bit_Count	<= r_TX_Bit_Count - 3'd2;
				end
			end
			else if((BUS_MODE == 2) || (BUS_MODE == 3))
			begin
				if(r_TX_Bit_Count == 3)begin
					SIO_w[3] <= r_TX_Byte[r_TX_Bit_Count];
					SIO_w[2] <= r_TX_Byte[r_TX_Bit_Count - 2'b01];
					SIO_w[1] <= r_TX_Byte[r_TX_Bit_Count - 2'b10];
					SIO_w[0] <= r_TX_Byte[r_TX_Bit_Count - 2'b11];
				end
				else begin
					SIO_w[3] <= r_TX_Byte[r_TX_Bit_Count];
					SIO_w[2] <= r_TX_Byte[r_TX_Bit_Count - 2'b01];
					SIO_w[1] <= r_TX_Byte[r_TX_Bit_Count - 2'b10];
					SIO_w[0] <= r_TX_Byte[r_TX_Bit_Count - 2'b11];
					r_TX_Bit_Count	<= r_TX_Bit_Count - 3'd4;
				end
			end
			else begin	 
				if(r_TX_Bit_Count == 0) begin
					SIO_w[0] <= r_TX_Byte[r_TX_Bit_Count];
				end
				else begin
					SIO_w[0] <= r_TX_Byte[r_TX_Bit_Count];
					r_TX_Bit_Count	<= r_TX_Bit_Count - 3'd1;
				end
			end
		end
	  end	 
    end		 
  end		 
  always @(posedge i_Clk or negedge i_Rst_L)
  begin
    if (~i_Rst_L)
    begin
      o_RX_Byte      <= 8'h00;
      r_RX_Bit_Count <= 3'b111;
    end
    else
    begin
	if(i_RX_Pulse && !Latch_Once)
	begin
		o_RX_Byte	<= 8'h00;
		r_RX_Bit_Count	<= 3'd7;
	end
      if (r_RX_Pulse)
	  begin
		if (((r_Leading_Edge && ~w_CPHA) || (r_Trailing_Edge && w_CPHA)) && (r_SPI_Clk_Count==0))
		begin
			if (BUS_MODE == 1)
			begin
				if(r_RX_Bit_Count == 1) begin
					r_RX_Bit_Count	<= 3'd7;
					o_RX_Byte[r_RX_Bit_Count]	<= SIO_OUT[1];
					o_RX_Byte[r_RX_Bit_Count - 1'b1]	<= SIO_OUT[0];
				end
				else begin
					o_RX_Byte[r_RX_Bit_Count]	<= SIO_OUT[1];
					o_RX_Byte[r_RX_Bit_Count - 1'b1]	<= SIO_OUT[0];
					r_RX_Bit_Count	<= r_RX_Bit_Count - 3'd2;
				end
			end
			else if ((BUS_MODE == 2) || (BUS_MODE == 3))
			begin
				if(r_RX_Bit_Count == 3)begin
					r_RX_Bit_Count	<= 3'd7;
					o_RX_Byte[r_RX_Bit_Count]	<= SIO_OUT[3];
					o_RX_Byte[r_RX_Bit_Count - 2'b01]	<= SIO_OUT[2];
					o_RX_Byte[r_RX_Bit_Count - 2'b10]	<= SIO_OUT[1];
					o_RX_Byte[r_RX_Bit_Count - 2'b11]	<= SIO_OUT[0];
				end
				else begin
					o_RX_Byte[r_RX_Bit_Count]	<= SIO_OUT[3];
					o_RX_Byte[r_RX_Bit_Count - 2'b01]	<= SIO_OUT[2];
					o_RX_Byte[r_RX_Bit_Count - 2'b10]	<= SIO_OUT[1];
					o_RX_Byte[r_RX_Bit_Count - 2'b11]	<= SIO_OUT[0];
					r_RX_Bit_Count	<= r_RX_Bit_Count - 3'd4;
				end
			end
			else begin
				if(r_RX_Bit_Count == 0) begin
					r_RX_Bit_Count	<= 3'd7;
					o_RX_Byte[r_RX_Bit_Count]	<= SIO_OUT[1];
				end
				else begin
					o_RX_Byte[r_RX_Bit_Count]	<= SIO_OUT[1];
					r_RX_Bit_Count	<= r_RX_Bit_Count - 3'd1;
				end
			end
		end
	  end	 
    end
  end
  always @(posedge i_Clk or negedge i_Rst_L)
  begin
    if (~i_Rst_L)
    begin
      o_SPI_Clk  <= w_CPOL;
    end
    else
      begin
        o_SPI_Clk <= r_SPI_Clk;
      end  
  end  
endmodule  
==> results.txt <==
status = aborted with a tool error
Halt Stage = 4_1_cts
Stop Error = [error] [KeplerFormal.cpp:679] Workflow failed: Iso has multiple drivers: .SIO_OUT0, SIO_OUT[0]$_DFFE_PN0P_.Q0
Buffers on Ports = 24
Max Buffers Root-to-Sink = 2
Die Wd = 85.83 um
sequential-to-total area share from yosys stat = 0.3155
cells after synthesis = 399
Synth warnings = 3
cells in synth_stat.txt = 399
row count = 30
chip area in the Yosys report = 3513 um2
detailed placer's ending HPWL = 6845 um
Sinks on Clock Net = 44
H-tree levels = 2
Synth async-reset ratio = 1.000
clk root buf = clkbuf_8
initial core utilization = 0.5171
main area contributors = dfrtp_1, ha_1, dfstp_2
number of I/O pins = 29
Post-synth EDFFs = 0
Post-Place Setup Slack = 0.2682 ns
Mapped Area = 3513 um2
Synth flops = 44
Max-area cell share = 0.2707
hold_buf cts = 0
Synth area leader = dfrtp_1
average size of a mapped cell = 8.805 um2
GP Congestion = 0.9270
post-CTS setup repair buffer count = 0
post-CTS resize count = 0
main flop type = dfrtp_1
CTS buffer count = 5
Synth cell types = 60
Die Height = 85.83 um
## cells in the mapped netlist (2+ instances only)
cell       instances
dfrtp_1           38
nand2_1           32
a21oi_1           29
nor2_1            23
ha_1              18
inv_1             18
nand3_1           18
o21ai_0           17
clkbuf_1          15
buf_2             12
a31oi_1           11
mux2_2            11
nor3_1            11
mux2i_1           10
nand4_1           10
a221oi_1           7
mux4_2             7
xnor2_1            7
dfstp_2            6
nor2b_1            6
a211oi_1           5
a222oi_1           5
nand2b_1           5
o211ai_1           5
o22ai_1            5
a22oi_1            4
a31o_2             4
and2_1             4
and3_1             4
nand3b_1           4
o31ai_1            4
xor2_1             4
a311oi_1           3
nor4_1             3
o22a_1             3
a32oi_1            2
buf_4              2
o221ai_1           2
o2bb2ai_1          2
o311ai_0           2
or3_4              2
## cell families after synthesis
| logic type | count (synthesis) | synth area share |
|---|---|---|
| xor gates and xnor gates | 11 | 0.02742 |
| DFF | 44 | 0.3155 |
| muxes | 28 | 0.1086 |
| and+or+nand+nor | 129 | 0.1895 |
| AOI/OAI and AO/OA | 119 | 0.2333 |
| buffers and inverters | 49 | 0.05876 |
| adders and majority gates | 19 | 0.06695 |
## stage by stage
step / hold WS [ns] / area, um2 / cells / utilization
after floorplan: 0.3044 / 3513 / 399 / -
after global placement: 0.3766 / 3839 / 503 / 0.5650
after detailed placement: 0.3811 / 3839 / 503 / 0.5650
